--- design/flow/config.mk ---
export PLATFORM = sky130hd
export DESIGN_NAME = ID_EX
export DESIGN_NICKNAME = ID_EX
export VERILOG_FILES = /design/flow/design.v
export SDC_FILE = /design/flow/constraint.sdc
export NUM_CORES = 4
export LEC_CHECK = 1
export CORE_AREA = 10 10 130 130
export DIE_AREA = 0 0 140 140
--- design/flow/constraint.sdc ---
current_design ID_EX

set clk_period 1.0
set clk_io_pct 0.2

create_clock -name clk0 -period $clk_period [get_ports {clk}]

set non_clock_inputs [all_inputs -no_clocks]
set_input_delay [expr $clk_period * $clk_io_pct] -clock clk0 $non_clock_inputs
set_output_delay [expr $clk_period * $clk_io_pct] -clock clk0 [all_outputs]
--- design/flow/design.v ---
module ID_EX(clk, ID_RegDst, ID_RegWrite, ID_MemRead, ID_MemWrite, ID_ALUSrc, ID_MemtoReg, ID_ALUOp, ID_rdata1, ID_rdata2, ID_const_or_addr, ID_rs, ID_rt, ID_rd, 
				  EX_RegDst, EX_RegWrite, EX_MemRead, EX_MemWrite, EX_ALUSrc, EX_MemtoReg, EX_ALUOp, EX_rdata1, EX_rdata2, EX_const_or_addr, EX_rs, EX_rt, EX_rd);
	input			clk;
	input			ID_RegDst;
	input			ID_RegWrite;
	input			ID_MemRead;
	input			ID_MemWrite;
	input			ID_ALUSrc;
	input			ID_MemtoReg;
	input	[1:0]	ID_ALUOp;
	input	[31:0]	ID_rdata1;
	input	[31:0]	ID_rdata2;
	input	[31:0]	ID_const_or_addr;
	input	[4:0]	ID_rs;
	input	[4:0]	ID_rt;
	input	[4:0]	ID_rd;
	output			EX_RegDst;
	output			EX_RegWrite;
	output			EX_MemRead;
	output			EX_MemWrite;
	output			EX_ALUSrc;
	output			EX_MemtoReg;
	output	[1:0]	EX_ALUOp;
	output	[31:0]	EX_rdata1;
	output	[31:0]	EX_rdata2;
	output	[31:0]	EX_const_or_addr;
	output	[4:0]	EX_rs;
	output	[4:0]	EX_rt;
	output	[4:0]	EX_rd;
	reg				RegDst;
	reg				RegWrite;
	reg				MemRead;
	reg				MemWrite;
	reg				ALUSrc;
	reg				MemtoReg;
	reg		[1:0]	ALUOp;
	reg		[31:0]	rdata1;
	reg		[31:0]	rdata2;
	reg		[31:0]	const_or_addr;
	reg		[4:0]	rs;
	reg		[4:0]	rt;
	reg		[4:0]	rd;
	initial begin
		RegDst			=	0;
		RegWrite		=	0;
		MemRead			=	0;
		MemWrite		=	0;
		ALUSrc			=	0;
		MemtoReg		=	0;
		ALUOp			=	0;
		rdata1			=	0;
		rdata2			=	0;
		const_or_addr	=	0;
		rs				=	0;
		rt				=	0;
		rd				=	0;
	end
	always @(posedge clk) begin
		RegDst			<=	ID_RegDst;
		RegWrite		<=	ID_RegWrite;
		MemRead			<=	ID_MemRead;
		MemWrite		<=	ID_MemWrite;
		ALUSrc			<=	ID_ALUSrc;
		MemtoReg		<=	ID_MemtoReg;
		ALUOp			<=	ID_ALUOp;
		rdata1			<=	ID_rdata1;
		rdata2			<=	ID_rdata2;
		const_or_addr	<=	ID_const_or_addr;
		rs				<=	ID_rs;
		rt				<=	ID_rt;
		rd				<=	ID_rd;
	end
	assign EX_RegDst		=	RegDst;
	assign EX_RegWrite		=	RegWrite;
	assign EX_MemRead		=	MemRead;
	assign EX_MemWrite		=	MemWrite;
	assign EX_ALUSrc		=	ALUSrc;
	assign EX_MemtoReg		=	MemtoReg;
	assign EX_ALUOp			=	ALUOp;
	assign EX_rdata1		=	rdata1;
	assign EX_rdata2		=	rdata2;
	assign EX_const_or_addr	=	const_or_addr;
	assign EX_rs			=	rs;
	assign EX_rt			=	rt;
	assign EX_rd			=	rd;
endmodule
--- design/flow/run.sh ---
#!/bin/bash
# OpenROAD 26Q1-2900-gdf79404cd8, Yosys 0.63+post, stock flow scripts
make -C /OpenROAD-flow-scripts/flow DESIGN_CONFIG=/design/flow/config.mk WORK_HOME=/design/flow/orfs finish
==> results.toml <==
# physical design summary
[status]
outcome = "finished, violations left"
failed_checks = "negative setup slack"

[die]
core_sq_um = 14000
ios = 239
fp_util_pct = 17.0
chip_area_sq_um = 19600
die_x_um = 140
num_rows = 43
die.size.y_um = 140

[grt]
grt_pass1_wl_mm = 12.1
grt_antenna_before_repair = 0
first_global_vias = 1974
grt-ovfl-total = 0
grt_usage_pct = 7.95
grt_max_degree = 17

[flow_run]
warnings = 27
max_cap_viol_count = 0

[final_timing]
setup_tns_ns = -0.0508
slew_headroom_pct = 88.3
fmax_mhz = 986
setup-violations-final = 11
finalHoldViolations = 0
tightest_slew_ns = 0.176
worst_slack_ns = -0.0146
period_minus_slack_ns = 1.01
drv_slew = 0
hold_ws_ns = 0.237
post-route-period-util_pct = 101
rsz0062_at_grt = "true"

[critical_path]
crit_chain = "buf_2"
startpoint_type = "flip-flop"
crit_required_ns = 0.80
endpoint_kind = "output pin"
crit_type = "reg2out"
critPathMaxFanout = 1
crit_arrival_ns = 0.81
cpMaxStageDelayCell = "dfxtp_2"
path_delay_family = "flip-flops"
cp_num_buf_inv = 1
cp_slowest_stage_delay_ns = 0.31

[power_and_ir_drop]
p_leak_nw = 2.22
combinationalPowerShare_pct = 5.7
clock_power_share_pct = 50.2
p_sw_share_pct = 18.3
power_density_nw_per_um2 = 2300
p_seq_share_pct = 44.1
p_int_w = 0.00937
ir_drop_mv = 0.952
p_switching_w = 0.00209

[yosys]
yosys.area_share.xor_xnor_pct = 0
yosysChipArea_sq_um = 2380
aoi_share_pct = 0
netlist.area_leader.share_pct = 100
synth_simple_gate_area_share_pct = 0
synth_flops = 119
synthesis.area_sq_um = 2380
top_cells_by_area = "dfxtp_1 (100%)"
ys_seq_share_pct = 100
fa_ha_area_share_pct = 0
synth_area_per_cell_sq_um = 20.0
ys_warn_count = 1
ys_types = 1
top_area_cell = "dfxtp_1"
synthCells = 119
mux_share_pct = 0
ys_cells = 119

[clocking]
cts_buffer_depth = 2
post_cts_buffers = 0
htree_levels = 4
numCtsBuffers = 17
cts-root-buf = "clkbuf_16"
path_clk_slew_ns = 0.05
cts_sinks = 119
postCtsHoldBufs = 0
cts_tree = "built"

[drt]
firstDrtPassIters = 2
drtIter0Drc = 30
antennaDiodeCount = 0
drt_wl_total_mm = 8.01
num_vias = 1810
ant_nets = 0
drc_errors = 0
routedWlPerCell_um = 14.1
routed_via_density = 3.19

[cells_and_area]
num-multi-input-gates = 0
logic_area_sq_um = 0
final_cell_mix = "clkdlybuf4s50_1 (119), buf_2 (119), dfxtp_1 (111)"
nFillCells = 1384
fin_cells = 567
area_growth_pct = 109
layout-drive-gt1-share_pct = 40.3

[placement]
place_inst = 537
io_buffers = 238
gp_congestion = 0.742
dp_hpwl_mm = 6.65

[hold_path]
min_path_type = "in2reg"
hp-start = "ID_rdata1[21]"
holdPathStages = 1
min_to = "rdata1[21]$_DFF_P_"
## how the worst max path moves through the flow
stage,from,end,slack (ns),cells after the start
5_1_grt,rdata1[24]$_DFF_P_,EX_rdata1[24],-0.06,1
6_report,rdata1[25]$_DFF_P_,EX_rdata1[25],-0.01,1
4_1_cts,const_or_addr[14]$_DFF_P_,EX_const_or_addr[14],-0.05,1
## final cells by class
| cell class | instances | area (sq um) | share of cell area (%) |
|---|---|---|---|
| well taps | 180 | 225 | 4.53 |
| flip-flops and latches | 119 | 2390 | 48.1 |
| clock inverters | 9 | 101 | 2.04 |
| repair buffers | 238 | 1790 | 35.9 |
| clock buffers | 21 | 470 | 9.45 |
## registers in the layout (all words and copies together), names as in the netlist
register       flops
RegDst             1
rt                 5
rdata2            32
rdata1            32
MemRead            1
RegWrite           1
rd                 5
rs                 5
ALUSrc             1
MemtoReg           1
ALUOp              2
MemWrite           1
const_or_addr     32
## layer usage
metal  up-vias  part of all wire (%)  global-route usage (%)
li1        883                     -                       -
met2       108                    53                    13.8
met4         0                   1.7                    1.36
met3        10                    12                    4.69
met1       809                    33                    8.21
met5         -                     0                       0
## power groups by stage
stage / Clock, W / Combinational, W / Sequential (W)
5_1_grt: 0.00617 / 0.000718 / 0.00508
6_report: 0.00575 / 0.000652 / 0.00506
4_1_cts: 0.00596 / 0.000679 / 0.00505
## kinds of logic after synthesis
group  Yosys count
DFF            119
## stage by stage
stage	total power (W)	util (%)	cell area [sq um]	setup WS, ns
after floorplan	0.00509	-	2380	0.538
final	0.0115	35.6	4980	-0.0146
after CTS	0.0117	35.5	4970	-0.0492
after global routing	0.0120	35.6	4980	-0.0634
after detailed placement	0.00608	35.7	4990	-0.0125
after global placement	0.00607	35.7	4990	-0.0167
## cells in the mapped netlist
master,instances
dfxtp_1,119
## timing repair
item,CTS,global route
resized,371,6
endpoints found under the hold margin,0,0
pin swaps,0,0
setup endpoints to repair,119,119
Power is estimated from default activity; no workload was simulated.
