[/design/flow/config.mk]
export PLATFORM = sky130hd
export DESIGN_NAME = IF_ID
export DESIGN_NICKNAME = IF_ID
export VERILOG_FILES = /design/flow/design.v
export SDC_FILE = /design/flow/constraint.sdc
export NUM_CORES = 4
export LEC_CHECK = 1
export CORE_UTILIZATION = 50
[/design/flow/constraint.sdc]
current_design IF_ID

set clk_period 1.1
set clk_io_pct 0.2

create_clock -name clk0 -period $clk_period [get_ports {clk}]

set non_clock_inputs [all_inputs -no_clocks]
set_input_delay [expr $clk_period * $clk_io_pct] -clock clk0 $non_clock_inputs
set_output_delay [expr $clk_period * $clk_io_pct] -clock clk0 [all_outputs]
[/design/flow/design.v]
module IF_ID(clk, en, rst, IF_pc_plus_4, IF_ins, 
						   ID_pc_plus_4, ID_ins);
	input			clk;
	input			en;
	input			rst;
	input	[31:0]	IF_pc_plus_4;
	input	[31:0]	IF_ins;
	output	[31:0]	ID_pc_plus_4;
	output	[31:0]	ID_ins;
	reg		[31:0]	pc_plus_4;
	reg		[31:0]	ins;
	initial begin
		pc_plus_4	= 0;
		ins			= 0;
	end
	always @(posedge clk) begin
		if (rst) begin
			pc_plus_4	= 0;
			ins			= 0;
		end
		else if (en) begin
			pc_plus_4	<=	IF_pc_plus_4;
			ins			<=	IF_ins;
		end
	end
	assign ID_pc_plus_4	=	pc_plus_4;
	assign ID_ins		=	ins;
endmodule
[/design/flow/run.sh]
#!/bin/bash
# OpenROAD 26Q1-2900-gdf79404cd8, Yosys 0.63+post, stock flow scripts
make -C /OpenROAD-flow-scripts/flow DESIGN_CONFIG=/design/flow/config.mk WORK_HOME=/design/flow/orfs finish
==> load_flow_metrics.sql <==
-- flow metrics import
INSERT INTO impl_metrics (metric_group, metric, value, unit) VALUES
('setup_path', 'r2r-end', 'ins[25]', ''),
('setup_path', 'cp-start-kind', 'register', ''),
('sta', 'hold-worst-slack', '355', 'ps'),
('logic_synthesis', 'synth-seq-area-share', '55.9', '%'),
('floorplan', 'io_pins', '131', ''),
('floorplan', 'std_cell_rows', '24', ''),
('setup_path', 'worst_ep_arrival_time', '840', 'ps'),
('pwr', 'irDropWorstVdd', '0.00114', 'V'),
('floorplan', 'floorplan.die_area', '4860', 'um2'),
('drt', 'antenna_left', '0', ''),
('drt', 'drt_pre_antenna_iters', '5', ''),
('min_path', 'hold-path-cell-count', '3', ''),
('logic_synthesis', 'ys_chip_area', '2290', 'um2'),
('finish', 'seqCellArea', '1360', 'um2'),
('logic_synthesis', 'netlist-cell-type-count', '7', ''),
('drt', 'diodes', '0', ''),
('place', 'post-place-ws', '44.1', 'ps'),
('run_status', 'run_status', 'finished clean', ''),
('min_path', 'hp-start', 'rst', ''),
('setup_path', 'timing.rr.start', 'ins[25]', ''),
('setup_path', 'critical-path-max-stage-delay', '320', 'ps'),
('finish', 'final_layout_size_suffix_gt1_share', '27.7', '%'),
('place', 'port_buffers', '130', ''),
('finish', 'final.fill_count', '186', ''),
('logic_synthesis', 'postSynthCellCount', '206', ''),
('drt', 'initialDrtViolationCount', '84', ''),
('pwr', 'leakagePower', '1.77', 'nW'),
('sta', 'max_freq', '941', 'MHz'),
('sta', 'slew_headroom', '82.6', '%'),
('clock_tree', 'root_buffer', 'sky130_fd_sc_hd__clkbuf_8', ''),
('sta', 'timing_worst_slew_pin_value', '254', 'ps'),
('clock_tree', 'clkTransAtPathRegs', '70', 'ps'),
('clock_tree', 'clkLatencyLatePin', '320', 'ps'),
('clock_tree', 'post_cts_hold_buffer_count', '0', ''),
('floorplan', 'floorplan.core_area', '4380', 'um2'),
('sta', 'clock_skew', '0', 'ps'),
('drt', 'wirelength', '5.98', 'mm'),
('clock_tree', 'cts.path.max_buffers', '2', ''),
('clock_tree', 'tritoncts', 'done', ''),
('place', 'globalplace.congestion', '0.778', ''),
('drt', 'drt_via_density', '4.85', ''),
('sta', 'setup_total_negative_slack', '0', 'ps'),
('sta', 'final_period_minus_worst_setup_slack', '1060', 'ps'),
('sta', 'setup_violations', '0', ''),
('global_route', 'total_grt_overflow', '0', ''),
('global_route', 'grtUsageTotal', '25.3', '%'),
('clock_tree', 'cts_sinks', '64', ''),
('setup_path', 'worst-path-max-fanout', '2', ''),
('logic_synthesis', 'synth_stat.cells', '206', ''),
('setup_path', 'crit_path_end_kind', 'output port', ''),
('clock_tree', 'tritoncts.num_buffers', '9', ''),
('finish', 'comb_area', '881', 'um2'),
('floorplan', 'fp-utilization', '52.3', '%'),
('setup_path', 'cp_data_required_time', '880', 'ps'),
('setup_path', 'reg2reg_setup_slack', '250', 'ps'),
('global_route', 'grt_first_pass_wirelength', '9.47', 'mm'),
('sta', 'grt_setup_unrepaired', 'no', ''),
('finish', 'post-route-cell-area', '3910', 'um2'),
('global_route', 'largest_net_degree_at_the_start_of_global_routing', '65', ''),
('finish', 'synthToLayoutAreaGrowth', '70.5', '%'),
('drt', 'detail_route.wl_per_cell', '14.9', 'um'),
('clock_tree', 'h_tree_level_count', '3', ''),
('min_path', 'hold_class', 'input port to register', ''),
('pwr', 'powerDensity', '1320', 'nW/um2'),
('flow_run', 'warning_count', '26', ''),
('logic_synthesis', 'synth.ff_latch_count', '64', ''),
('logic_synthesis', 'synth-warning-count', '1', ''),
('logic_synthesis', 'syn_area', '2290', 'um2'),
('floorplan', 'floorplan.die.height', '69.7', 'um'),
('min_path', 'min_delay_worst_endpoint', 'pc_plus_4[11]', ''),
('global_route', 'grt_pass1_vias', '1984', '');
==> Yosys cell counts, drive strengths merged <==
cell type / instances / area, um2
dfxtp: 64 / 1280
mux2i: 64 / 641
nor2: 64 / 240
buf: 13 / 124
clkbuf: 1 / 5.00
==> cells in the final DEF (no fill, tap or decap), drive strengths merged <==
| cell type | count |
|---|---|
| buf | 14 |
| clkbuf | 17 |
| clkdlybuf4s15 | 60 |
| clkdlybuf4s50 | 64 |
| clkinv | 3 |
| dfxtp | 64 |
| mux2i | 64 |
| nor2 | 64 |
==> worst reg2reg max path, stage by stage, from the launching register on <==
cell and delay [ps]:
sky130_fd_sc_hd__dfxtp_2 320, sky130_fd_sc_hd__buf_4 130, sky130_fd_sc_hd__mux2i_1 210, sky130_fd_sc_hd__nor2_1 70
==> state kept, by name, indices dropped and copies added, names as in the netlist <==
signal	cells
pc_plus_4	32
ins	32
==> worst max path at each step <==
stage	startpoint	end	slack, ps	cells after the start
CTS	ins[5]	ID_ins[5]	0.8	1
global route	pc_plus_4[22]	ID_pc_plus_4[22]	0.3	1
finish	ins[18]	ID_ins[18]	40	1
==> metal layers <==
metal | share of wire (%) | track usage (%)
met1 | 42 | 35.6
met2 | 46 | 39.3
met3 | 8.7 | 8.11
met4 | 2.7 | 6.44
met5 | 0 | 0
==> stage by stage <==
stage,util [%],power (mW),cells
after global routing,89.1,5.38,402
after floorplan,-,2.84,206
after detailed placement,82.3,3.38,379
final,89.1,5.15,402
after global placement,82.3,3.36,379
after CTS,89.0,5.18,400
==> final cells by class <==
type	instances	share of cell area, %
Clock buffer	13	4.33
Clock inverter	3	0.384
Multi-Input combinational cell	128	22.6
Sequential cell	64	34.9
Tap cell	52	1.67
Timing Repair Buffer	142	36.2
==> repair_timing <==
item | CTS | global route
gates resized | 186 | 10
buffers inserted | 5 | 2
setup endpoints to repair | 64 | 11
==> cells by family (layout without fill, tap and decap cells) <==
family | count (synthesis) | count (layout) | synth area share (%)
buf+inv | 14 | 158 | 5.63
flops | 64 | 64 | 55.9
mux | 64 | 64 | 28.0
simple gates | 64 | 64 | 10.5
==> power breakdown <==
part,internal (mW),switching [mW]
sequential,2.48,0.0666
clock,0.992,0.827
combinational,0.532,0.246
total,4.01,1.14
Power is estimated from default activity; no workload was simulated.
